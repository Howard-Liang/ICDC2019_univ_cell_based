### design/flow/design.v
`timescale 1ns/10ps
module  CONV(
	input		  clk,
	input		  reset,
	output		  busy,	
	input		  ready,	
	output [11:0] iaddr,
	input  [19:0] idata,	
	output	 	  cwr,
	output [11:0] caddr_wr,
	output [19:0] cdata_wr,
	output	 	  crd,
	output [11:0] caddr_rd,
	input  [19:0] cdata_rd,
	output [ 2:0] csel
	);
parameter S_IDLE = 0;
parameter S_LAY0 = 1;
parameter S_LAY1 = 2;
reg [ 1:0] state_w, state_r;
reg [ 0:0] busy_w, busy_r;
assign busy = busy_r;
wire L0_start;
assign L0_start = (state_r == S_LAY0);
wire L0_finish;
wire [11:0] L0_iaddr;
assign iaddr = L0_iaddr;
wire L0_cwr;
wire [12:0] L0_caddr_wr;
wire [19:0] L0_cdata_wr;
wire L1_start;
assign L1_start = (state_r == S_LAY1);
wire L1_finish;
wire L1_cwr;
wire [11:0] L1_caddr_wr;
wire [19:0] L1_cdata_wr;
wire L1_crd;
wire [11:0] L1_caddr_rd;
assign crd = L1_crd;
assign caddr_rd = L1_caddr_rd;
assign cwr = (state_r == S_LAY0) ? L0_cwr : L1_cwr;
assign caddr_wr = (state_r == S_LAY0) ? L0_caddr_wr : L1_caddr_wr;
assign cdata_wr = (state_r == S_LAY0) ? L0_cdata_wr : L1_cdata_wr;
wire [2:0] L1_csel;
assign csel = L1_csel;
always @(*) begin
	case(state_r)
	S_IDLE: begin
		state_w = (ready) ? S_LAY0 : S_IDLE;
		busy_w = (ready) ? 1 : 0;
	end
	S_LAY0: begin
		state_w = (L0_finish) ? S_LAY1 : S_LAY0;
		busy_w = 1;
	end
	S_LAY1: begin
		state_w = (L1_finish) ? S_IDLE : S_LAY1;
		busy_w = (L1_finish) ? 0 : 1;
	end
	default: begin
		state_w = S_IDLE;
		busy_w = 0;
	end
	endcase
end
convolution L0 (
	.clk(clk),
	.reset(reset),
	.start(L0_start),
	.finish(L0_finish),
	.iaddr(L0_iaddr),
	.idata(idata),
	.cwr(L0_cwr),
	.caddr_wr(L0_caddr_wr),
	.cdata_wr(L0_cdata_wr)
);
L1 L1 (
	.L1_start(L1_start),
	.L1_finished(L1_finish),
	.clk(clk),
	.reset(reset),			
	.cwr(L1_cwr),
	.caddr_wr(L1_caddr_wr),
	.cdata_wr(L1_cdata_wr),
	.crd(L1_crd),
	.caddr_rd(L1_caddr_rd),
	.cdata_rd(cdata_rd),
	.csel(L1_csel)
);
always @(posedge clk or posedge reset) begin
    if (reset) begin
		state_r <= S_IDLE;
		busy_r <= 0;
    end
    else begin
        state_r <= state_w;
		busy_r <= busy_w;
    end
end
endmodule
`timescale 1ns/10ps
module  L1(
	input		  L1_start,   
	output		  L1_finished,   
	input		  clk,
	input		  reset,			
	output	 	  cwr,
	output [11:0] caddr_wr,
	output [19:0] cdata_wr,
	output	 	  crd,
	output [11:0] caddr_rd,
	input signed [19:0] cdata_rd,
	output [ 2:0] csel
	);
localparam S_IDLE  = 0;
localparam S_READ  = 1;
localparam S_WRITE = 2;
reg 	   [ 1:0] L1_state_w, L1_state_r;
reg signed [19:0] peak_w, peak_r;
reg 	   [11:0] counter_w, counter_r;
reg 	   [ 0:0] L1_finished_w, L1_finished_r;
assign L1_finished = L1_finished_r;
assign cwr = (L1_state_r == S_WRITE); 
assign caddr_wr = (counter_r == 0) ? 10'd1023 : counter_r[11:2] - 1;
assign cdata_wr = peak_r;
assign crd = (L1_state_r == S_READ);
assign caddr_rd = {counter_r[11:7], counter_r[1:1], counter_r[6:2], counter_r[0:0]};
assign csel = (L1_state_r == S_WRITE) ? 3'd3 : 3'd1;
always @(*) begin
	case(L1_state_r)
	S_IDLE: begin
		L1_state_w = (L1_start) ? S_READ : S_IDLE;
		counter_w = counter_r;
		L1_finished_w = 0;
		peak_w = -524288;
	end
	S_READ: begin
		L1_state_w = (counter_r[1:0] == 2'd3) ? S_WRITE : S_READ;
		counter_w = counter_r + 1;
		L1_finished_w = 0;
		peak_w = (peak_r > cdata_rd) ? peak_r : cdata_rd;
	end
	S_WRITE: begin
		L1_state_w = (counter_r == 12'd0) ? S_IDLE : S_READ;
		counter_w = counter_r;
		L1_finished_w = (counter_r == 12'd0) ? 1 : 0;
		peak_w = -524288;
	end
	default: begin
		L1_state_w = S_IDLE;
		counter_w = counter_r;
		L1_finished_w = 0;
		peak_w = -524288;
	end
	endcase
end
always @(posedge clk or posedge reset) begin
    if (reset) begin
		L1_state_r <= S_IDLE;
		counter_r <= 0;
		L1_finished_r <= 0;
		peak_r <= -524288;   
    end
    else begin
        L1_state_r <= L1_state_w;
		counter_r <= counter_w;
		L1_finished_r <= L1_finished_w;
		peak_r <= peak_w;
    end
end
endmodule
`timescale 1ns/10ps
module  convolution(
	input		clk,
	input		reset,	
    input       start,
    output      finish,
	output		[11:0]iaddr,
	input signed[19:0]idata,	
	output	 	cwr,
	output	signed 	[12:0]caddr_wr,
	output	 	[19:0]cdata_wr
	);
        reg [3:0]addr;
        reg signed [6:0] basex_r,basex_w;
        reg signed [6:0] basey_r,basey_w;
        reg signed [1:0] base_add_x;
        reg signed [1:0] base_add_y;
        reg [3:0]add_r,add_w;
        reg state_r;
        wire signed [12:0] y_ex;
        wire signed [12:0]address;
        reg  addr_valid_r,addr_valid_w;
        reg signed [8:0]x,y;
        reg signed [19:0]mul_r,mul_w;
        reg signed [45:0]acum_r,acum_w;
        reg signed[12:0]w_count_r,w_count_w;
        wire signed[19:0]answer;
        wire signed[29:0]shift_ans;
        wire signed[19:0]in;
        assign in=idata;
        assign answer=$signed(shift_ans[20:0])+acum_r[15];
        assign finish=((caddr_wr==4095)&&(cwr==1))?1:0;
        assign cwr=(add_r==0)?1:0;
        assign shift_ans=acum_r>>>16;
        assign caddr_wr=w_count_r;
        assign cdata_wr=((add_r==0)&&(shift_ans[29]==0))?answer:0;
        assign iaddr=address[11:0];
        assign address=x+y_ex;
        assign y_ex={y,6'b0};
        always @(*) begin
            if(add_r==0)begin
                acum_w=$signed(mul_w)*$signed(in)+$signed(36'h013100000);
            end
            else begin
                acum_w=acum_r+mul_w*in;
            end
        end
        always @(*) begin
            x=basex_r+base_add_x;
            y=basey_r+base_add_y;
            w_count_w=(add_r==1)?w_count_r+1:w_count_r;
        end
        always @(*) begin
            if((x>=0)&&(x<=63)&&(y>=0)&&(y<=63))begin
                addr_valid_w=1;
            end
            else begin
                addr_valid_w=0;
            end
        end
        always @(*)begin
            case(add_r)
            0:begin
                base_add_x=-1;
                base_add_y=-1;
                mul_w=(addr_valid_w)?20'h0A89E:0;
            end
            1:begin
                base_add_x=0;
                base_add_y=-1;
                mul_w=(addr_valid_w)?20'h092D5:0;
            end
            2:begin
                base_add_x=1;
                base_add_y=-1;
                mul_w=(addr_valid_w)?20'h06D43:0;
            end
            3:begin
                base_add_x=-1;
                base_add_y=0;
                mul_w=(addr_valid_w)?20'h01004:0;
            end
            4:begin
                base_add_x=0;
                base_add_y=0;
                mul_w=(addr_valid_w)?20'hF8F71:0;
            end
            5:begin
                base_add_x=1;
                base_add_y=0;
                mul_w=(addr_valid_w)?20'hF6E54:0;
            end
            6:begin
                base_add_x=-1;
                base_add_y=1;
                mul_w=(addr_valid_w)?20'hFA6D7:0;
            end
            7:begin
                base_add_x=0;
                base_add_y=1;
                mul_w=(addr_valid_w)?20'hFC834:0;
            end
            8:begin
                base_add_x=1;
                base_add_y=1;
                mul_w=(addr_valid_w)?20'hFAC19:0;
            end
            default: begin
                base_add_x=0;
                base_add_y=0;
                mul_w=(addr_valid_w)?20'hFAC19:0;
            end
            endcase
        end
        always @(*) begin
            if(state_r)begin
                add_w=(add_r==8)?0:add_r+1;
            end
            else begin
                add_w=add_r;
            end
        end
        always @(*) begin
            if(add_r==8)begin
                basex_w=(basex_r==63)?0:basex_r+1;
                basey_w=(basex_r==63)?basey_r+1:basey_r;
            end
            else begin
                basex_w=basex_r;
                basey_w=basey_r;
            end
        end
    always @(posedge clk or posedge reset) begin
        if(reset)begin
            basex_r<=0;
            basey_r<=0;
            state_r<=0;
            mul_r<=0;
            acum_r<=0;
            w_count_r<=-1;
            addr_valid_r<=0;
            add_r<=0;
        end
        else begin
            acum_r<=acum_w;
            mul_r<=mul_w;
            basex_r<=basex_w;
            basey_r<=basey_w;
            state_r<=(start)?1:0;
            add_r<=add_w;
            w_count_r<=w_count_w;
            addr_valid_r<=addr_valid_w;
        end
    end
endmodule
### design/flow/run.sh
#!/bin/bash
# OpenROAD 26Q1-2900-gdf79404cd8, Yosys 0.63+post, stock flow scripts
make -C /OpenROAD-flow-scripts/flow DESIGN_CONFIG=/design/flow/config.mk WORK_HOME=/design/flow/orfs finish
### design/flow/config.mk
export PLATFORM = sky130hd
export DESIGN_NAME = CONV
export DESIGN_NICKNAME = CONV
export VERILOG_FILES = /design/flow/design.v
export SDC_FILE = /design/flow/constraint.sdc
export NUM_CORES = 4
export LEC_CHECK = 1
export CORE_UTILIZATION = 40
### design/flow/constraint.sdc
current_design CONV

set clk_period 24.0
set clk_io_pct 0.2

create_clock -name clk0 -period $clk_period [get_ports {clk}]

set non_clock_inputs [all_inputs -no_clocks]
set_input_delay [expr $clk_period * $clk_io_pct] -clock clk0 $non_clock_inputs
set_output_delay [expr $clk_period * $clk_io_pct] -clock clk0 [all_outputs]
==> impl_metrics.env <==
# implementation run metrics
export IMPL_outcome="complete, no violations"
export IMPL_cts_made_buffers=17
export IMPL_cts_sinks=118
export IMPL_edf_count=0
export IMPL_finalCritPeriodShare_pct=56.3
export IMPL_cp_top_family="adder cells"
export IMPL_wirelength_um=72800
export IMPL_grt_pass1_vias=23200
export IMPL_fp_utilization_pct=40.7
export IMPL_cts_tree="yes"
export IMPL_die_h_um=278
export IMPL_fin_crit_ns=13.50
export IMPL_synth_async_reset_ratio_pct=100
export IMPL_hold_path_cell_count=1
export IMPL_yosys_stat_area_um2=30500
export IMPL_ios=105
export IMPL_criticalPathCategory="in2reg"
export IMPL_holdPathEnd="L0.basey_r[6]"
export IMPL_setup_viol=0
export IMPL_syn_area_per_cell_um2=9.08
export IMPL_vias=21700
export IMPL_clockBufferDepth=2
export IMPL_required_ns=24.35
export IMPL_clk_pin_slew_ns=0.06
export IMPL_p_sw_share_pct=45.4
export IMPL_clkLatencyLatePin_ns=0.47
export IMPL_drive_gt1_share_pct=3.39
export IMPL_critical_path_max_stage_delay_ns=0.88
export IMPL_slew_viol_final=0
export IMPL_cts_resized=0
export IMPL_antenna_cells=0
export IMPL_drv_cap=0
export IMPL_chipArea_um2=77400
export IMPL_area_leaders="fa_1, ha_1, inv_1"
export IMPL_crit_buf_inv=9
export IMPL_regToRegSetupSlack_ns=11.45
export IMPL_dp_hpwl_um=62200
export IMPL_ys_flop_type="dfrtp_1"
export IMPL_pwr_share_clk_pct=22.1
export IMPL_synth_seq_cells=118
export IMPL_clock_tree_root_cell="clkbuf_16"
export IMPL_synthDistinctLibCells=72
export IMPL_cts_hold_buf=0
export IMPL_r2r_start="L0.add_r[0]"
export IMPL_finalPower_mw=1.16
export IMPL_fin_skew_ns=0.00817
export IMPL_area_growth_pct=8.81
export IMPL_finalSetupTns_ns=0
export IMPL_yosys_warnings=3
export IMPL_final_area_um2=33200
export IMPL_io_buffer_count=102
export IMPL_core_um2=74900
export IMPL_num_rows=100
export IMPL_synthTopCellsByCount="inv_1, fa_1, nand2_1"
export IMPL_antenna_left=0
export IMPL_ys_cells=3358
export IMPL_drt_iter0_drc=786
export IMPL_drc=0
export IMPL_gr_total_overflow=0
export IMPL_syn_inst=3358
export IMPL_internal_power_mw=0.632
export IMPL_worst_pin_slew_ns=0.784
export IMPL_hold_path_startpoint="L0.basey_r[6]"
export IMPL_leakage_nw=17.3
export IMPL_top_area_cell="fa_1"
export IMPL_hold_class="reg2reg"
export IMPL_power_density_nw_per_um2=34.8
export IMPL_cts_setup_buffers=0
export IMPL_critPathSlowestCell="clkdlybuf4s50_1"
export IMPL_cp_data_arrival_time_ns=13.86
export IMPL_r2r_end="L0.acum_r[43]"
export IMPL_timing_hold_violations_final=0
export IMPL_netlist_area_um2=30500
export IMPL_grt_max_degree=50
export IMPL_track_usage_pct=21.4
export IMPL_synth_seq_share_pct=9.75
export IMPL_fillers=7163
export IMPL_irDropWorstVdd_uv=51.7
export IMPL_cp_end_kind="register"
export IMPL_gp_congestion=0.982
export IMPL_pwr_share_comb_pct=55.4
export IMPL_top_cell="inv_1"
export IMPL_antenna_found_initial=0
export IMPL_r2r_worst_path_cells=44
export IMPL_hold_ws_ns=0.477
export IMPL_fmax_ghz=0.0741
export IMPL_die_x_um=278
export IMPL_warning_count=33
export IMPL_detail_route_wl_per_cell_um=16.6
export IMPL_power_frac_seq_pct=22.5
export IMPL_cts_htree_levels=4
export IMPL_crit_path_max_fanout=23
export IMPL_dr_pass1_iters=7
export IMPL_dpl_cell_area_um2=32600
export IMPL_power_switching_mw=0.525
export IMPL_viasPerCell=4.94
export IMPL_grt_pass1_wl_um=122000
export IMPL_cp_start_kind="primary input"
export IMPL_top_cell_area_share_pct=40.4
export IMPL_grt_setup_unrepaired="false"
export IMPL_timing_slew_headroom_pct=47.5
-- how the worst max path moves through the flow --
stage	end	from	slack, ns	cells after the start
CTS	L0.acum_r[43]	idata[2]	10.58	29
finish	L0.acum_r[43]	idata[2]	10.50	29
global route	L0.acum_r[40]	idata[2]	9.98	29
-- cell families after synthesis --
family / share of synthesized area (%)
buffers and inverters: 11.6
adder cells (fa/ha/maj): 51.5
AND/OR/NAND/NOR: 12.9
AND-OR/OR-AND: 8.43
XOR/XNOR: 4.88
flip-flops: 9.75
multiplexers: 1.01
other: 0.0246
-- state kept, by name, summed over array words and instances (netlist names), 3 cells and up --
signal and count:
L0.basex_r 7, L1.L1_state_r 3, L0.acum_r 46, L0.add_r 4, L0.basey_r 7, L1.counter_r 12, L0.w_count_r 13, L1.peak_r 20
state_r 3
-- layer usage --
metal | GRT usage [%] | part of all wire [%]
met5 | 0 | 0
met4 | 4.22 | 2.7
met3 | 3.93 | 4.6
met2 | 37.4 | 53
met1 | 28.6 | 40
-- worst register-to-register path, delay by kind of cell (launching register included) --
family / cells / cell delay (ns)
adders and majority gates: 10 / 5.24
xor gates and xnor gates: 1 / 0.24
AOI/OAI and AO/OA: 12 / 2.73
and+or+nand+nor: 10 / 2.31
DFF: 1 / 0.39
buffers and inverters: 11 / 1.52
-- placed cells by master (no fill, tap or decap), types with 15 or more instances in the layout --
master	n
a211oi_1	15
a21o_1	53
a21oi_1	126
and2_1	188
and3_1	18
buf_4	39
clkbuf_16	17
clkdlybuf4s50_1	102
dfrtp_1	102
dfstp_2	16
fa_1	616
ha_1	269
inv_1	820
mux2i_1	24
nand2_1	321
nand2b_1	17
nand3_1	29
nand4_1	29
nor2_1	114
nor3_1	32
o211ai_1	19
o21ai_0	60
o21ai_1	32
o21bai_1	18
o22ai_1	24
xnor2_1	114
xor2_1	56
-- power groups by stage --
stage	sequential [mW]	combinational, mW	clock [mW]
CTS	0.262	0.653	0.265
global route	0.263	0.742	0.272
finish	0.260	0.641	0.255
-- final cells by class --
| type | count | area, um^2 | share of cell area (%) |
|---|---|---|---|
| multi-input cells | 2305 | 24000 | 72.4 |
| well taps | 969 | 1210 | 3.65 |
| clock inverters | 14 | 128 | 0.384 |
| flip-flops and latches | 118 | 2970 | 8.96 |
| clock buffers | 18 | 439 | 1.32 |
| repair buffers | 141 | 1310 | 3.96 |
| inverters | 822 | 3090 | 9.30 |
-- metrics by stage --
step	setup slack, ns	utilization [%]	instances
4_1_cts	10.58	44.3	4387
3_5_place_dp	10.12	43.5	4355
2_1_floorplan	11.28	-	3358
5_1_grt	9.98	44.3	4387
6_report	10.50	44.3	4387
3_3_place_gp	10.12	43.5	4355
Power is estimated from default activity; no workload was simulated.
